File: /design/flow/run.sh
#!/bin/bash
# OpenROAD 26Q1-2900-gdf79404cd8, Yosys 0.63+post, stock flow scripts
make -C /OpenROAD-flow-scripts/flow DESIGN_CONFIG=/design/flow/config.mk WORK_HOME=/design/flow/orfs finish
File: /design/flow/config.mk
export PLATFORM = sky130hd
export DESIGN_NAME = ALU64Bit
export DESIGN_NICKNAME = ALU64Bit
export VERILOG_FILES = /design/flow/design.v
export SDC_FILE = /design/flow/constraint.sdc
export NUM_CORES = 4
export LEC_CHECK = 1
export CORE_UTILIZATION = 30
File: /design/flow/constraint.sdc
current_design ALU64Bit

set clk_period 35.9
set clk_io_pct 0.2

create_clock -name clk0 -period $clk_period

set non_clock_inputs [all_inputs -no_clocks]
set_input_delay [expr $clk_period * $clk_io_pct] -clock clk0 $non_clock_inputs
set_output_delay [expr $clk_period * $clk_io_pct] -clock clk0 [all_outputs]
File: /design/flow/design.v
`timescale 1ns / 1ps
module ALU64Bit(ALUControl, A, B, regHiLow, ALUResult, Zero, clk);
	input [63:0] regHiLow;
    input [31:0] A, B;
    input [3:0] ALUControl; 
    input clk;
	output reg [63:0] ALUResult;
	output reg Zero;	    
	reg [63:0] temp;
	initial begin
	   ALUResult <= 0;
	end   
    always @(A or B or ALUControl) begin
        case (ALUControl)
        4'b0000: ALUResult = A + B;     
        4'b0001: ALUResult = A - B;
        4'b0010: ALUResult = $signed(A * B);
        4'b0011: ALUResult = A & B;
        4'b0100: ALUResult = A | B;
        4'b0101: ALUResult = ~(A | B);
        4'b0110: ALUResult = A ^ B;
        4'b0111: ALUResult = B << A;
        4'b1000: ALUResult =  B >> A;
        4'b1001: begin 
                    if (A < B) 
                        ALUResult = 1; 
                    else 
                        ALUResult = 0;
                end
        4'b1010: if(B != 1) ALUResult = A;       
        4'b1011: if(B == 0) ALUResult = A;       
        4'b1100: ALUResult = (A >> B) | (A << (32-B));
        4'b1101: begin
                    temp = regHiLow + $signed(A*B);
                    ALUResult[31:0] = temp[31:0];
                    ALUResult[63:32] = temp[63:32];
                end
        4'b1110: begin
                    temp = regHiLow - $signed(A*B);
                    ALUResult[31:0] = temp[31:0];
                    ALUResult[63:32] = temp[63:32];
                end
        4'b1111: ALUResult = A * B;                
        endcase  
        if (ALUResult == 0)
            Zero = 1;
        else
            Zero = 0;             
    end      
endmodule
==> run notes <==
Results of an implementation run.

Per the timing report, the biggest fanout along the worst path comes to 21. The total negative slack is 0 ns. Per the detail_route report, vias per standard cell equal 5.76. The number of OpenROAD warnings is 130. The count of final max-slew check failures is 0. The final critical-path share of the clock period is 80.0%.

Per the detail_route report, routed wire per instance is 31.0 um. The post-detailed-route count of antenna-violating nets is 0. More flip-flops sit in one register than any other, and that register is ALUResult.

The registers reported with the highest flop counts are ALUResult x64. The chip area is 177,000 sq um. The number of antenna violations at the first check in global routing was 21. Counting distinct cell types in the post-synthesis netlist gives 108. 198 I/O pins were placed. The fraction of final layout cells with drive strength greater than 1 is 6.20%. Warnings reported by Yosys during synthesis add up to 1. The report lists the power per cell area as 620 nW/um^2.

The total length of routed wires is 285,000 um. The flip-flop cell with the highest count after synthesis is sky130_fd_sc_hd__dlxtn_1. The maximum number of pins on one net before global-route repair is 65. The final timing report lists a hold violation count of 0. The post-route utilization of the core is recorded as 33.2%. The final standard cell count with taps included and fillers excluded is 9,182. The category of the critical setup timing path is in2out. After technology mapping, the gate count stands at 6,841. Looking at the max-slew report, the worst-margin pin has a slew of 1.21 ns. Per the run summary, max-cap violations total 0. The netlist area before placement is 52,500 sq um.

Summing over every cut layer, the via total after detailed routing is 52,900. The global-route wire length before repair is 402,000 um. The number of port buffers is 197. Timing would allow up to 0.0348 GHz. The relative slew slack is 18.4%. In the final report, the number of endpoints failing setup comes to 0. The static leakage power is 26.5 nW.

The data arrival time reported for the critical path is 21.54 ns. The cell total in the yosys stat output is 6,841. The number of gates resized after CTS was 0.

The overall power is 35.8 mW. Global routing finished with a remaining overflow of 0. For reference, the post-synthesis area per instance comes to 7.67 sq um.

In this run the layout overhead on the synthesized area is reported as 9.85%. Setup repair after global routing left no endpoint under its margin. The placer's final routability congestion estimate is 1.12. The fraction of power spent switching nets is 70.0%. The hold buffer count at cts is 0.

IR analysis of the VDD net gives a maximum drop of 0.904 mV. In this run, placement finished with an instance count of 9,176. The number of rows created at floorplan is 153. The cell that appears most often on the critical path is sky130_fd_sc_hd__fa_1. Detailed placement ended at an HPWL of 225,000 um. The endpoint required time on the critical path is 28.72 ns. For this run, the detailed router's first-pass iteration total came to 8. The die outline height is 420 um. The worst setup path is launched from an input port. The area of the placeable core is 174,000 sq um. The number of setup buffers added after CTS is 0. The type of element capturing the critical path is an output pin. The register bit total from synthesis is 64. Total global-route track usage over all layers is 33.7%. The minimum clock period after layout is 28.72 ns. The net switching power in the latest report is 25.0 mW. The via count of the first global-routing pass is 53,000. The count of routing violations after the opening detailed-route iteration is 4,744. The flip-flop count of the largest register, all copies and words added is 64. In this design, the stage delay of the slowest critical-path cell is 0.89 ns.

The count of unclocked register or latch pins is 64. The count of library flops with an enable pin is 0. The cell with the largest stage delay on the worst path is sky130_fd_sc_hd__clkdlybuf4s50_1. The floorplan step set the die width to 420 um. The family with the most delay on the worst path is adder cells. The number of unconstrained endpoints is 128. The run finished with clean final reports.

The buffer-and-inverter tally for the worst setup path is 7. After detailed routing, the number of remaining DRC violations is 0. The async set or reset register ratio after synthesis is 0%.

In the floorplan report the effective utilization is 30.2%. The internal power consumption is 10.7 mW. Checking hold timing, the worst path is listed with class in2out. In the synthesis report, Yosys lists the chip area as 52,500 sq um.
[area by class of cell]
class	instances	area, sq um
Tap cell	2325	2910
Sequential cell	64	961
Fill cell	18500	116000
Antenna cell	6	15.0
Multi-Input combinational cell	5266	45900
Inverter	1049	3940
Timing Repair Buffer	472	3910
[cell families (layout without fill, tap and decap cells)]
logic type	count (synthesis)	after routing	share of synthesized area (%)
and+or+nand+nor	2248	2248	19.1
buffers and inverters	1511	1521	11.0
AOI/OAI and AO/OA	1416	1416	18.3
adders and majority gates	1326	1326	44.5
xor gates and xnor gates	142	142	2.37
muxes	134	134	2.90
latches	64	64	1.83
other	0	6	0
[per-stage QoR]
step	setup slack, ns	hold WS (ns)	area, sq um
after detailed placement	7.44	15.88	57700
after global routing	6.91	15.97	57700
final	7.18	15.89	57700
after global placement	7.39	15.88	57700
after CTS	7.40	15.88	57700
after floorplan	11.12	14.73	52500
[cell usage after synthesis (all sizes together) (84+ instances only)]
cell,instances,area share [%]
nand2,912,6.5
clkbuf,285,2.0
nor2,701,5.0
o211ai,84,1.2
a21oi,355,3.4
xnor2,95,1.6
inv,1031,7.4
nor3,113,1.1
nand3,106,1.0
o21ai,284,2.7
ha,426,10
mux2i,108,2.1
fa,900,34
buf,177,1.5
[final timing paths]
check	startpoint	to	slack, ns	cells after the start
hold / removal	regHiLow[63]	Zero	15.89	7
setup / recovery	A[11]	Zero	7.18	37
[placed cells by master (no fill, tap or decap), types with 18 or more instances in the layout]
master and count:
sky130_fd_sc_hd__nand2b_1 37, sky130_fd_sc_hd__mux2i_1 101, sky130_fd_sc_hd__o211ai_1 83, sky130_fd_sc_hd__nor2_1 695, sky130_fd_sc_hd__a221oi_1 33, sky130_fd_sc_hd__nand4_1 41
sky130_fd_sc_hd__a21o_1 73, sky130_fd_sc_hd__clkdlybuf4s50_1 172, sky130_fd_sc_hd__a31oi_1 45, sky130_fd_sc_hd__a211oi_1 52, sky130_fd_sc_hd__fa_1 900, sky130_fd_sc_hd__o2111ai_1 32
sky130_fd_sc_hd__o22ai_1 29, sky130_fd_sc_hd__xnor2_1 94, sky130_fd_sc_hd__o21bai_1 22, sky130_fd_sc_hd__o21ai_0 270, sky130_fd_sc_hd__a21oi_1 353, sky130_fd_sc_hd__nor3_1 111
sky130_fd_sc_hd__o221ai_1 31, sky130_fd_sc_hd__nand2_1 911, sky130_fd_sc_hd__clkinv_1 18, sky130_fd_sc_hd__dlxtn_1 64, sky130_fd_sc_hd__a211o_1 39, sky130_fd_sc_hd__and3_1 48
sky130_fd_sc_hd__nor4_1 49, sky130_fd_sc_hd__ha_1 426, sky130_fd_sc_hd__nor2b_1 28, sky130_fd_sc_hd__or3_1 30, sky130_fd_sc_hd__and2_1 55, sky130_fd_sc_hd__o31ai_1 33
sky130_fd_sc_hd__nand3_1 104, sky130_fd_sc_hd__inv_1 1024, sky130_fd_sc_hd__a22oi_1 33, sky130_fd_sc_hd__o21a_1 28, sky130_fd_sc_hd__buf_2 24, sky130_fd_sc_hd__or4_1 38
sky130_fd_sc_hd__xor2_1 44, sky130_fd_sc_hd__or2_2 18, sky130_fd_sc_hd__buf_4 276
[metal layers]
metal | track usage (%) | share of wire, %
met1 | 43.0 | 37
met5 | 0.528 | 0.10
met4 | 21.2 | 8.1
met3 | 13.8 | 12
met2 | 47.5 | 42
[power groups by stage]
stage	Combinational (mW)	Sequential, mW	Clock, mW
after global routing	37.6	0.127	0
after CTS	34.5	0.125	0
Power figures rest on the tool's default switching activity, not on a simulated workload.
