==> /design/flow/design.v <==
`timescale 1ns / 1ps
module Mux64_32Bit(out, inA, inB, sel);
    input [31:0] inA;
    input [63:0] inB;
    input sel;
    output reg [31:0] out;
    initial begin   
        out <= 0;
    end    
    always @(inA or inB or sel) begin
        if(sel == 0)
            out = inA;
        else
            out = inB[31:0];
     end           
endmodule
==> /design/flow/run.sh <==
#!/bin/bash
# OpenROAD 26Q1-2900-gdf79404cd8, Yosys 0.63+post, stock flow scripts
make -C /OpenROAD-flow-scripts/flow DESIGN_CONFIG=/design/flow/config.mk WORK_HOME=/design/flow/orfs finish
==> /design/flow/config.mk <==
export PLATFORM = sky130hd
export DESIGN_NAME = Mux64_32Bit
export DESIGN_NICKNAME = Mux64_32Bit
export VERILOG_FILES = /design/flow/design.v
export SDC_FILE = /design/flow/constraint.sdc
export NUM_CORES = 4
export LEC_CHECK = 1
export CORE_AREA = 10 10 70 70
export DIE_AREA = 0 0 80 80
==> /design/flow/constraint.sdc <==
current_design Mux64_32Bit

set clk_period 1.0
set clk_io_pct 0.2

create_clock -name clk0 -period $clk_period

set non_clock_inputs [all_inputs -no_clocks]
set_input_delay [expr $clk_period * $clk_io_pct] -clock clk0 $non_clock_inputs
set_output_delay [expr $clk_period * $clk_io_pct] -clock clk0 [all_outputs]
==> impl_metrics.toml <==
# physical design summary
[final_timing]
final_hold_viol_count = 0
worstMarginPinSlew_ns = 0.07886
relSlewSlack_pct = 94.74
finalSetupTns_ns = -2.848
fmax_ghz = 0.8438
fin_ws_ns = -0.1852
period_used_pct = 118.5
period_minus_slack_ns = 1.185
rsz0062_at_grt = "true"
hold_ws_ns = 0.7956
slew_viol_final = 0
finalSetupViolCount = 32

[pwr]
cellLeakagePower_uw = 0.0008461
internal_power_uw = 483.5
power_frac_comb_pct = 100.0
seqPwrFrac_pct = 0
pwr-share-clk_pct = 0
max-vdd-ir-drop_mv = 0.1562
powerDensity_nw_per_um2 = 393.6
p_sw_share_pct = 21.78
p_sw_uw = 134.6
fin_total_pwr_uw = 618.1

[global_route]
grt_pass1_wl_um = 4126
grt_pass1_vias = 749
grt_overflow = 0
grt.total_usage_pct = 7.873
antenna_found_initial = 0
grt_max_degree = 10

[synth]
avgSynthCellArea_um2 = 15.12
netlist.area_leader.share_pct = 82.76
postSynthCellCount = 36
synth_dominant_cell_count = "mux2_4"
synth_cell_type_count = 4
synth_area_um2 = 544.3
ys_top_cells_by_area = "mux2_4 83%, buf_12 11%, mux2_2 4.1%, buf_6 2.1%"
ys_seq_share_pct = 0
ys_cells = 36
top_area_cell = "mux2_4"
yosys-top-cells-count = "30 x mux2_4, 3 x buf_12, 2 x mux2_2"
yosys_warnings = 1
ys_area_um2 = 544.3

[worst_hold_path]
hold_path.class = "in -> out"

[route]
totalWireLength_um = 2775
wl_per_cell_um = 15.25
ant_nets = 0
dr.pass1.iters = 2
vias = 681
viasPerCell = 3.742
first_iter_violations = 2
drc = 0
antenna_cells = 0

[place]
dp_slack_ns = -0.4992
gp_congestion = 0.7572
hpwl_um = 2406
numPortBuffers = 97

[layout]
layout-drive-gt1-share_pct = 52.94
ff_count = 0
area_growth_pct = 188.5
fillers = 339
combGateArea_um2 = 480.5
final_util_pct = 45.97
n_clock_buffer = 0
flop_area_um2 = 0

[floorplanning]
fp_util_pct = 15.93
dieArea_um2 = 6400
die_w_um = 80
num_rows = 21
coreArea_um2 = 3416
dieHeight_um = 80
io-pin-count = 129

[worst_setup_path]
critical_path_arrival_ns = 0.99
cp.required_ns = 0.80
cp_max_fo = 6
worst_setup_path_start_kind = "primary input"
cp-end-kind = "output port"
critical_path_class = "in -> out"

[clock_tree]
hold_buffers = 0

[flow_run]
warning_count = 66
max_cap_violations = 0

[outcome]
violations = "negative setup slack"
status = "complete, but fails checks"
## layout by cell type (no fill, tap or decap), drive strengths merged
master          n
buf            40
clkdlybuf4s50   4
dlygate4sd2    60
mux2           32
## power groups by stage
stage	clock network, uW	registers, uW	logic [uW]
4_1_cts	0	0	581
5_1_grt	0	0	662
6_report	0	0	618
## stage by stage
stage	area, um2	instances
2_1_floorplan	544.3	36
3_3_place_gp	1536	177
3_5_place_dp	1536	177
4_1_cts	1480	180
5_1_grt	1570	182
6_report	1570	182
## layer usage
metal / up-vias / part of all wire (%) / GRT usage (%)
li1: 339 / - / -
met1: 291 / 43 / 9.756
met2: 51 / 47 / 13.56
met3: 0 / 9.6 / 2.727
met4: 0 / 0 / 0
met5: - / 0 / 0
## what timing repair did
item	in CTS	in global routing
buffers inserted	1	2
gates resized	177	8
endpoints found under the hold margin	0	0
endpoints found under the setup margin	32	32
gates cloned	2	0
## path summary, 6_finish.rpt
check	from	to	depth (start not counted)
hold / removal	inB[25]	out[25]	3
setup / recovery	sel	out[0]	5
## worst max-delay path, cell delays in order
cell    delay [ns]
buf_12        0.12
buf_12        0.14
buf_12        0.12
mux2_4        0.29
buf_6         0.11
## kinds of logic (layout without fill, tap and decap cells)
| kind of cell | count (synthesis) | in the layout | share of synthesized area [%] |
|---|---|---|---|
| multiplexers | 32 | 32 | 86.90 |
| buffers and inverters | 4 | 104 | 13.10 |
## final cells by class
class,count,area share [%]
multi-input cells,32,30.60
well taps,46,3.665
repair buffers,104,65.74
Power is estimated from default activity; no workload was simulated.
