==> constraint.sdc <==
current_design mux32Bit3To1

set clk_period 2.1
set clk_io_pct 0.2

create_clock -name clk0 -period $clk_period

set non_clock_inputs [all_inputs -no_clocks]
set_input_delay [expr $clk_period * $clk_io_pct] -clock clk0 $non_clock_inputs
set_output_delay [expr $clk_period * $clk_io_pct] -clock clk0 [all_outputs]
==> design.v <==
`timescale 1ns / 1ps
module mux32Bit3To1(out, inA, inB, inC, sel);
    input [31:0] inA;
    input [31:0] inB;
    input [31:0] inC;
    input[2:0] sel;
    output reg [31:0] out;
    always @ (sel, inA, inB,inC) begin
        if (sel == 1)
            out <= inA;
        else if (sel == 0)
            out <= inB;
        else 
        out <= inC;
    end   
endmodule
==> run.sh <==
#!/bin/bash
# OpenROAD 26Q1-2900-gdf79404cd8, Yosys 0.63+post, stock flow scripts
make -C /OpenROAD-flow-scripts/flow DESIGN_CONFIG=/design/flow/config.mk WORK_HOME=/design/flow/orfs finish
==> config.mk <==
export PLATFORM = sky130hd
export DESIGN_NAME = mux32Bit3To1
export DESIGN_NICKNAME = mux32Bit3To1
export VERILOG_FILES = /design/flow/design.v
export SDC_FILE = /design/flow/constraint.sdc
export NUM_CORES = 4
export LEC_CHECK = 1
export CORE_AREA = 10 10 79 79
export DIE_AREA = 0 0 89 89
==> flow.log <==
[flow] summary of implementation run
[metrics] number of violations of the max-capacitance limit: 0
[metrics] number of hold violations in the final report: 0
[metrics] number of design rule violations left after detail routing: 0
[metrics] largest area contributor in the netlist: sky130_fd_sc_hd__mux2i_1
[metrics] slew margin rel.: 0.867
[metrics] path category of the worst min-delay check: in -> out
[metrics] Clock Buffer Count: 0
[metrics] chain of cells forming the critical path: clkdlybuf4s15_2, or2_4, o21ai_1, clkdlybuf4s50_1
[metrics] Pre-Repair DR Iteration Count: 4
[metrics] postcts setup bufs: 0
[metrics] Arr. time, crit path: around 1600 ps
[metrics] total count of max-transition violations in the final report: 0
[metrics] maximum VDD drop: 0.0615 mV
[metrics] number of warnings in the stage logs: 33
[metrics] number of standard cells reported by yosys: 110
[metrics] Worst-Margin Slew: around 190 ps
[metrics] source of the critical timing path: sel[1]
[metrics] crit path capture: out[16]
[metrics] die area: 7920 um2
[metrics] number of nets with antenna violations after detailed routing: 0
[metrics] number of buffers inserted by hold repair at cts: 0
[metrics] placed cell area: 2110 um2
[metrics] die outline height: 89 um
[metrics] share of final-layout standard cells stronger than drive strength 1: 0.0672
[metrics] Routed WL: between 5000 and 6000 um
[metrics] worst hold slack: around 1400 ps
[metrics] Power Density: 200 nW/um2
[metrics] critical path peak fanout: 8
[metrics] Setup crit start kind: primary input
[metrics] die extent in x: 89 um
[metrics] utilization after layout: 0.461
[metrics] global routing usage summed across all routing layers: 0.121
[metrics] unique cell type count in the Yosys netlist: 8
[metrics] reported leakage power: 0.000850 uW
[metrics] ant diodes: 0
[metrics] synth-to-layout area growth: 178%
[metrics] aggregate global routing overflow: 0
[metrics] Synth Area per Inst: between 7 and 8 um2
[metrics] final worst path period need: about 2100 ps
[metrics] number of input and output port buffers inserted: 131
[metrics] cell area after technology mapping: slightly below 800 um2
[metrics] Yosys Warn Count: 1
[metrics] maximum clock frequency: between 400 and 500 MHz
[metrics] HPWL after DPL: roughly 4100 um
[metrics] core utilization at floorplan: 0.166
[metrics] delay of the slowest critical-path stage: 500 ps
[metrics] antenna violations before repair: 0
[metrics] number of instances in the synthesized netlist: 110
[metrics] first-pass GRT wire length: 7540 um
[metrics] Total Power Consumption: 429 uW
[metrics] kind of capture point of the worst setup path: primary output
[metrics] Worst Path Class, Setup: in -> out
[metrics] status: finished, final reports clean
[metrics] core region area: about 4700 um2
[metrics] most frequently placed logic cells in the final layout: sky130_fd_sc_hd__clkdlybuf4s50_1, sky130_fd_sc_hd__o21ai_1, sky130_fd_sc_hd__mux2i_1
[metrics] CP required: 1680 ps
[metrics] kind of cell with the highest combined delay on the critical path: buffers and inverters
[metrics] dpl cells: slightly below 300
[metrics] total stage count of the critical path: 4
[metrics] most common cell after layout, fill and taps aside: sky130_fd_sc_hd__clkdlybuf4s50_1
[metrics] global placer's final weighted congestion: approximately 0.8
[metrics] slowest stage cell on the critical path: sky130_fd_sc_hd__clkdlybuf4s50_1
[metrics] vias in the first global route: 1367
[metrics] row cnt: 25
[metrics] Flops: 0
[metrics] DR WL/cell: between 15 and 20 um
[metrics] final design area excluding fillers: approximately 2100 um2
[metrics] pin count of the biggest net entering global routing: 24
[metrics] area used by sequential logic in the layout: 0 um2
[metrics] post-synthesis chip area from yosys: just under 800 um2
[metrics] buffer-and-inverter tally for the worst setup path: 2
[metrics] fraction of the cycle the final worst path needs: 0.982
[metrics] First DRT Iteration DRCs: 35
[metrics] Final Instance Count excl. Fillers: 292
[metrics] Main area contributors: sky130_fd_sc_hd__mux2i_1, sky130_fd_sc_hd__o21ai_0, sky130_fd_sc_hd__o21ai_1
[metrics] total I/O pin count: 131
[metrics] number of endpoints failing setup at the final stage: 0
[metrics] vias post-DR: 1306
[metrics] unrepaired setup endpoints after global routing: yes
[metrics] routed vias/inst: approximately 4.5
[metrics] Largest type area fraction: 0.414
[metrics] sequential area share after synthesis: 0
synthesized netlist by cell type, drive strengths merged:
cell type and count:
dlymetal6s2s 3, clkbuf 3, or2 1, mux2i 32, buf 7, o21ai 64
tightest hold or removal path: cells and delay by family:
family	cells	cell delay, ps
and+or+nand+nor	1	230
buffers and inverters	2	290
AOI/OAI and AO/OA	1	90
timing repair:
item                       CTS  global route
setup endpoints to repair   32            22
gates cloned                 3             0
gates resized               11            12
pin swaps                    2             2
how the worst min path moves through the flow:
stage / to / depth (start not counted) / start / slack, ps
after CTS: out[28] / 4 / inC[28] / 1760
after global routing: out[18] / 4 / sel[2] / 1500
final: out[18] / 4 / sel[2] / 1440
cell families after synthesis:
| kind of cell | count (synthesis) | synth area share |
|---|---|---|
| AND-OR/OR-AND | 64 | 0.414 |
| multiplexers | 32 | 0.414 |
| AND/OR/NAND/NOR | 1 | 0.0113 |
| buffers and inverters | 13 | 0.160 |
routing by layer:
| metal | vias up | wire [um] | share of wire | GRT usage |
|---|---|---|---|---|
| li1 | 676 | - | - | - |
| met5 | - | 0 | 0 | 0 |
| met1 | 555 | 2210 | 0.42 | 0.150 |
| met2 | 73 | 2340 | 0.45 | 0.204 |
| met4 | 0 | 26 | 0.0050 | 0.00434 |
| met3 | 2 | 674 | 0.13 | 0.0478 |
power by group:
part | internal (uW) | switching [uW]
clock | 0 | 0
sequential | 0 | 0
combinational | 311 | 118
cell type report:
class | instances | area (um2)
multi-input cells | 100 | 683
well taps | 54 | 67.6
fillers | 483 | 2510
repair buffers | 138 | 1400
stage by stage:
stage | worst slack [ps] | TNS, ps
after global routing | -17.4 | -76.1
after CTS | 32.4 | 0
after floorplan | 754 | 0
final | 37.3 | 0
after detailed placement | -291 | -8510
after global placement | -285 | -8160
Power is estimated from default activity; no workload was simulated.
