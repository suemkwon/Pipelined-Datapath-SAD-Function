### run.sh
#!/bin/bash
# OpenROAD 26Q1-2900-gdf79404cd8, Yosys 0.63+post, stock flow scripts
make -C /OpenROAD-flow-scripts/flow DESIGN_CONFIG=/design/flow/config.mk WORK_HOME=/design/flow/orfs finish
### config.mk
export PLATFORM = sky130hd
export DESIGN_NAME = muxBeforeAlu
export DESIGN_NICKNAME = muxBeforeAlu
export VERILOG_FILES = /design/flow/design.v
export SDC_FILE = /design/flow/constraint.sdc
export NUM_CORES = 4
export LEC_CHECK = 1
export CORE_AREA = 10 10 70 70
export DIE_AREA = 0 0 80 80
### constraint.sdc
current_design muxBeforeAlu

set clk_period 1.0
set clk_io_pct 0.2

create_clock -name clk0 -period $clk_period

set non_clock_inputs [all_inputs -no_clocks]
set_input_delay [expr $clk_period * $clk_io_pct] -clock clk0 $non_clock_inputs
set_output_delay [expr $clk_period * $clk_io_pct] -clock clk0 [all_outputs]
### design.v
`timescale 1ns / 1ps
module muxBeforeAlu(out, inA, inB, sel);
    input [31:0] inA;
    input [31:0] inB;
    input sel;
    output reg [31:0] out;
    always @ (sel, inA, inB) begin
        if (sel)
            out <= inA;
        else
            out <= inB;
    end   
endmodule
==> Changelog: implementation <==
## Flow update

* Status: complete, but fails checks
* Failing checks: negative setup slack
* Row cnt at 21
* Chip area at ~6400 um^2
* Initial antenna violation count at 0
* Gr usage total at 0.0764
* Design area at around 1600 um^2
* Top-count cell post-synth: mux2_4
* Final Max Slew Viols at 0
* Drt drc at 0
* Placeable Area at 3420 um^2
* Yosys warnings at 1
* Total congestion overflow at 0
* Io pins at approximately 97
* Share of cells above drive strength 1 at 0.533
* PortBufs at 97
* Mapped Area at between 500 and 600 um^2
* Worst rel slew slack at 0.926
* Finished Layout Cells at approximately 180
* Register area at 0 um^2
* First-pass GRT wire length at 4.00 mm
* Worst hold path cell count at 3
* Area reported by Yosys stat at 544 um^2
* Post-synth top area cell: mux2_4
* Initial DRT Pass Iterations at 2
* Crit-path max FO at 1
* Worst-margin pin slew at 0.111 ns
* Min-delay src: inB[18]
* Worst VDD drop at 161 uV
* FFs & Latches at 0
* Crit path kind: input port to output pin
* Vias after detailed routing at a little under 700
* DR iter-0 viols at 3
* Core Util at FP at 0.159
* Total Power at 619 uW
* Crit start category: input port
* Worst hold path type: input port to output pin
* Top cells by area: mux2_4 (83%), buf_12 (11%), mux2_2 (4.1%)
* Synth Seq Share at 0
* Vias in the first global route at 751
* Layout area overhead at 191%
* Worst setup EP type: output pin
* Fmax at 0.852 GHz
* Clk_buf instances at 0
* Post-DP HPWL at 2.40 mm
* Vias per cell at 3.77
* Fin crit period at 1.17 ns
* Max Cap Viol at 0
* Synth cell count leaders: mux2_4 (30), buf_12 (3), mux2_2 (2)
* PD cells at approximately 390 nW/um^2
* Final period util at 1.17
* Final Worst Setup Slack at -0.173 ns
* Die height at 80 um
* Crit path required time at 0.80 ns
* Yosys Instances at 36
* Top-area cell type share of the netlist area at 0.828
* Layout Utilization at 0.464
* DRT antenna net count at 0
* Fin. Hold Viols at 0
* Die X-Extent at 80 um
* Syn avg cell area at 15.1 um^2
* Cell Area, Placed at 1520 um^2
* Placement Setup Slack at -0.499 ns
* Final setup viols at 32
* OpenROAD warning count at 34
* Cells after synthesis at 36
* Routed wire length at 2.72 mm
* Pleak at 0.887 nW
* Inserted Diodes at 0
* Drt wl/cell at 14.9 um
* Placed Instances at 177
* Endpoint, Worst Hold: out[18]
* Gp weighted congestion at around 0.76
* Largest net degree at the start of global routing at 11
* Unrepaired setup endpoints after global routing: yes
* Crit path DAT at 0.97 ns
* Synth unique cells at 4
report_power, final:
part           leakage, nW  internal (mW)  switching [mW]  total, mW
combinational        0.887          0.487           0.132      0.619
clock                    0              0               0          0
sequential               0              0               0          0
total                0.887          0.487           0.132      0.619
routing by layer:
metal / track usage / up-vias / routed length (um) / share of wire
met5: 0 / - / 0 / 0
met4: 0 / 0 / 0 / 0
met3: 0.0318 / 0 / 351 / 0.13
met2: 0.136 / 51 / 1350 / 0.50
met1: 0.0877 / 300 / 1020 / 0.37
li1: - / 339 / - / -
placed cells by master (no fill, tap or decap):
master	n
clkdlybuf4s50_1	10
buf_8	3
dlymetal6s2s_1	7
buf_12	4
mux2_4	32
dlygate4sd2_1	47
buf_16	1
buf_6	21
buf_2	12
cells by family after synthesis:
kind of cell and synth area share:
mux 0.869, buf+inv 0.131
worst max-delay path by stage:
stage                 startpoint  cells past startpoint      end  slack [ns]
after CTS                    sel                      5  out[12]       -0.17
after global routing         sel                      5  out[14]       -0.20
final                    inA[27]                      3  out[27]       -0.17
metrics by stage:
step                      hold slack, ns  setup TNS [ns]
after floorplan                    0.498               0
after global placement              1.35          -15.30
after detailed placement            1.36          -15.35
after CTS                          0.801           -3.97
after global routing               0.713           -4.37
final                              0.692           -3.69
critical path: stages:
cell,delay (ns)
clkdlybuf4s50_1,0.40
mux2_4,0.26
buf_6,0.11
timing repair:
item                       CTS  global route
buffers inserted             5             0
gates cloned                 1             0
hold buffers                 0             0
gates resized              170            15
setup endpoints to repair   32            32
layout make-up:
cell class                      count  area (um^2)
Timing Repair Buffer              105         1050
Fill cell                         345         1830
Multi-Input combinational cell     32          480
Tap cell                           46         57.6
No activity file was given, so power comes from the tool's default toggle rates.
