<file path="./run.sh">
#!/bin/bash
# OpenROAD 26Q1-2900-gdf79404cd8, Yosys 0.63+post, stock flow scripts
make -C /OpenROAD-flow-scripts/flow DESIGN_CONFIG=/design/flow/config.mk WORK_HOME=/design/flow/orfs finish
</file>
<file path="./config.mk">
export PLATFORM = sky130hd
export DESIGN_NAME = hazardDetect
export DESIGN_NICKNAME = hazardDetect
export VERILOG_FILES = /design/flow/design.v
export SDC_FILE = /design/flow/constraint.sdc
export NUM_CORES = 4
export LEC_CHECK = 1
export CORE_AREA = 10 10 70 70
export DIE_AREA = 0 0 80 80
</file>
<file path="./constraint.sdc">
current_design hazardDetect

set clk_period 3.1
set clk_io_pct 0.2

create_clock -name clk0 -period $clk_period

set non_clock_inputs [all_inputs -no_clocks]
set_input_delay [expr $clk_period * $clk_io_pct] -clock clk0 $non_clock_inputs
set_output_delay [expr $clk_period * $clk_io_pct] -clock clk0 [all_outputs]
</file>
<file path="./design.v">
`timescale 1ns / 1ps
module hazardDetect(clk,regRTEX,regRSEX,writeRegMEM,writeRegWB,regwriteMEM,regwriteWB,bottomMuxOut,topMuxOut,branchEX,memreadex,memreadmem);
input clk;
input [4:0] regRTEX,regRSEX,writeRegMEM,writeRegWB;
input regwriteWB,regwriteMEM;
output reg [2:0] bottomMuxOut, topMuxOut;
input branchEX;
input memreadex, memreadmem;
 initial begin 
 bottomMuxOut = 0;
 topMuxOut = 0;
 end
  always @* begin
             bottomMuxOut = 0;
             topMuxOut = 0; 
    if((writeRegWB != 0) && (regwriteWB != 0) && (writeRegWB == regRSEX) && !((regwriteMEM != 0) && (writeRegMEM != 0) && (writeRegMEM == regRSEX))) begin
            topMuxOut = 1;
        end
         if((writeRegWB != 0) && (regwriteWB != 0) && (writeRegWB == regRTEX) && !((regwriteMEM != 0) && (writeRegMEM != 0) && (writeRegMEM == regRTEX))) begin
            bottomMuxOut = 1;
         end
        if((regwriteMEM != 0) && (writeRegMEM != 0) && (writeRegMEM == regRTEX)) begin
            bottomMuxOut = 2;
         end 
       if((regwriteMEM != 0) && (writeRegMEM != 0) && (writeRegMEM == regRSEX)) begin
            topMuxOut = 2;
         end 
         if ((memreadex == 1) || (memreadmem == 1)) begin
          bottomMuxOut = 0;
          topMuxOut = 0;
          end
    end
endmodule
</file>
==> impl_metrics.json <==
{
  "track_usage": 0.03648,
  "chipWidth_um": 80,
  "io_buffers": 28,
  "peakVddDrop_mv": 0.01755,
  "ys_cells": 40,
  "ys.warnings.count": 1,
  "max_freq_mhz": 332.1,
  "slowest_delay_ns": 0.54,
  "yosysUniqueCellTypes": 15,
  "crit_path_frequent_cell": "clkdlybuf4s50_1",
  "path_buffers": 2,
  "path_max_fanout": 3,
  "overflow": 0,
  "finalSetupViolCount": 0,
  "path_delay_family": "buffers and inverters",
  "wl_per_cell_um": 10.78,
  "crit_type": "in2out",
  "worstSetupEndpointType": "output pin",
  "grt_max_degree": 4,
  "num_rows": 21,
  "syn_to_final_growth_pct": 122.5,
  "finalHoldViolations": 0,
  "hpwlAfterDp_mm": 1.129,
  "stage_log_warnings": 35,
  "regArea_um2": 0,
  "dr_wl_met3_um": 166,
  "status": "complete, no violations",
  "drt_iter0_drc": 2,
  "wl_met2_um": 605,
  "place_area_um2": 654.4,
  "netlist_instances": 40,
  "firstDrtPassIters": 2,
  "grt_pass1_wl_mm": 1.938,
  "floorplan.core_util": 0.08938,
  "final_layout_top_logic_cells": "25 x clkdlybuf4s50_1, 10 x xor2_1, 10 x xnor2_1",
  "ys_seq_share": 0,
  "synthTopCellsByArea": "xnor2_1 29%, xor2_1 29%, nor3_2 6.6%",
  "first_global_vias": 406,
  "syn_avg_cell_area_um2": 7.632,
  "rsz0062_at_grt": "true",
  "drive_gt1_frac": 0.1429,
  "cellLeakagePower_nw": 0.2336,
  "drc_errors": 0,
  "postRouteAntennaNets": 0,
  "p_per_area_nw_per_um2": 106.1,
  "lay_top_count": "clkdlybuf4s50_1",
  "fin_area_um2": 679.4,
  "report.final.slew_viol_count": 0,
  "utilization": 0.1989,
  "path_cells": "clkdlybuf4s50_1, or4_1, o211ai_1, nor3_2, clkdlybuf4s50_1",
  "core_um2": 3416,
  "antennaDiodeCount": 0,
  "yosysChipArea_um2": 305.3,
  "top_area_cell": "xnor2_1",
  "gp_congestion": 0.7782,
  "dieHeight_um": 80,
  "fin_crit_ns": 3.012,
  "drt_wl_total_mm": 1.250,
  "period_used_share": 0.9715,
  "critPathRequiredTime_ns": 2.48,
  "start_kind": "input pin",
  "die_area_um2": 6400,
  "n_sequential_cell": 0,
  "arrival_ns": 2.39,
  "m1WireLength_um": 478,
  "syn_area_um2": 305.3,
  "grt_antenna_before_repair": 0,
  "hold_class": "in2out",
  "netlist.area_leader.share": 0.2869,
  "vias": 379,
  "vias_per_cell": 3.267,
  "top_layer": "met3",
  "top_level_ports": 32,
  "critPathSlowestCell": "or4_1",
  "cap_violations": 0,
  "ctsHoldBuffers": 0,
  "clock_buffers": 0
}
## metal layers
metal	vias up	track usage
met5	-	0
met4	0	0
met3	0	0.01364
met2	19	0.06902
met1	165	0.03955
li1	195	-
## cell type report
| cell class | count | area (µm²) |
|---|---|---|
| Fill cell | 375 | 2736 |
| Multi-Input combinational cell | 39 | 315.3 |
| Timing Repair Buffer | 31 | 306.5 |
| Tap cell | 46 | 57.56 |
## worst min-delay path, stage by stage
cell	delay, ns
dlymetal6s2s_1	0.16
xnor2_1	0.09
nand4_1	0.10
nor4_2	0.05
and2_2	0.16
clkdlybuf4s50_1	0.40
## kinds of logic after synthesis
kind of cell / count (synthesis) / share of synthesized area
other cells: 1 / 0.01228
xor+xnor: 20 / 0.5737
compound gates: 1 / 0.02460
simple gates: 16 / 0.3402
buf+inv: 2 / 0.04917
## power by group
part	total (mW)	leakage (nW)	switching, mW	internal, mW
logic	0.0721	0.234	0.0270	0.0451
registers	0	0	0	0
clock network	0	0	0	0
total	0.0721	0.234	0.0270	0.0451
## repair_timing
action	in CTS	in global routing
pin swaps	0	1
resized	1	6
buffers inserted	0	0
endpoints found under the setup margin	2	4
## path summary, 6_finish.rpt
kind            from               to  slack, ns  cells past startpoint
min   writeRegMEM[2]  bottomMuxOut[1]       2.19                      6
max    writeRegWB[1]     topMuxOut[0]       0.09                      5
## metrics by stage
stage	total power [mW]	setup TNS, ns	worst slack, ns	cells	hold slack (ns)
CTS	0.07051	0	0.009444	116	2.242
global route	0.07787	-0.04020	-0.01908	116	2.264
finish	0.07212	0	0.08844	116	2.193
floorplan	0.02595	0	1.014	41	1.374
detailed placement	0.07042	-0.01717	-0.01708	116	2.233
global placement	0.07064	-0.003116	-0.003116	116	2.247
## Yosys cell counts
library cell	count
xnor2_1	10
xor2_1	10
buf_4	2
nand3_1	2
nand4_1	2
nor3_1	2
nor3_2	2
nor4_1	2
or4_1	2
and2_1	1
and2_2	1
conb_1	1
nor2_1	1
nor2_2	1
o211ai_1	1
Power is estimated from default activity; no workload was simulated.
