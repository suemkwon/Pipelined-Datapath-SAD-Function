==> flow/design.v <==
`timescale 1ns / 1ps
module Mux27Bit2To1(out, inA, inB, sel, pcplus4, jumpReturn);
    input [27:0] inA;
    input [31:0] inB; 
    input [31:0] jumpReturn; 
    input [31:0] pcplus4;
    input [2:0]sel;
    wire [31:0] inA2;
    output reg [31:0] out;
    assign inA2 = {{pcplus4[31:28]}, {inA[27:0]}}; 
    always @ (sel, inA, inB, pcplus4) begin
        if (sel == 1) 
            out = inA2;
        else if (sel == 2) 
            out = jumpReturn;
        else
            out = inB;
    end   
endmodule
==> flow/run.sh <==
#!/bin/bash
# OpenROAD 26Q1-2900-gdf79404cd8, Yosys 0.63+post, stock flow scripts
make -C /OpenROAD-flow-scripts/flow DESIGN_CONFIG=/design/flow/config.mk WORK_HOME=/design/flow/orfs finish
==> flow/config.mk <==
export PLATFORM = sky130hd
export DESIGN_NAME = Mux27Bit2To1
export DESIGN_NICKNAME = Mux27Bit2To1
export VERILOG_FILES = /design/flow/design.v
export SDC_FILE = /design/flow/constraint.sdc
export NUM_CORES = 4
export LEC_CHECK = 1
export CORE_AREA = 10 10 89 89
export DIE_AREA = 0 0 99 99
==> flow/constraint.sdc <==
current_design Mux27Bit2To1

set clk_period 9.6
set clk_io_pct 0.2

create_clock -name clk0 -period $clk_period

set non_clock_inputs [all_inputs -no_clocks]
set_input_delay [expr $clk_period * $clk_io_pct] -clock clk0 $non_clock_inputs
set_output_delay [expr $clk_period * $clk_io_pct] -clock clk0 [all_outputs]
==> run notes <==
yosys + openroad results -> Hold Crit Start inB[4], post_cts resized 0, I/O Pins 159, top area contributor share between 40% and 50%, Yosys Instances about 80, # hold bufs at CTS 0, dpl ws 3.44 ns, CP max stage delay 0.76 ns, max-cap violations 0, Netlist Area Pre-Place 657 µm², Final Hold Fails 0, RSZ-0062 raised after global routing no, chip width 99 µm, antenna violations before repair 0, DR pass1 iterations 3, maximum number of pins on one net before global-route repair 34, top cells by count 32 x a22oi_1, 32 x o2bb2ai_1, 4 x buf_4, 4 x buf_6, final setup fails 0, Initial DRC Count 21, Comb power frac 100.0%, first-pass GRT wire length 7600 µm, GR peak layer met2, M3 GR Usage 2.61%, Min-Delay Path Class in -> out, Crit path buffers/inverters 3, vias per cell ~4.4, layout cells sized above 1 2.99%, Distinct lib cells used 9, switching share of power 26.1%, IO buf count 131, via count 1205, internal power 66.7 µW, # rows 28, Pleak between 0.0006 and 0.0007 µW, crit end category primary output, Seq pwr share 0%, VDD IR max 0.0204 mV, vias in the first global route approximately 1300, biggest area cells o2bb2ai_1 43%, a22oi_1 37%, buf_6 6.9%, crit-path leading delay family buffers and inverters, final core occ about a third, Cell Count, Final, Fillers Out 276, Min-Delay Path Depth 3, net switching power 23.5 µW, Routed Antenna Nets 0, n_diodes 0, Total GRT Usage around a tenth, clock buffer count 0, Worst path depth 6, M2 GR Usage between 15 and 20%, post-detail-place hpwl 4040 µm, critical path class in -> out, fin crit period 6.13 ns, slowest CP cell o21bai_4, Synth Area per Inst approximately 8 µm², Comb area 557 µm², Synth warnings 1, tally of OpenROAD warnings 60, Post-Place Cells ~280, share of total power in the clock network 0%, crit start category primary input, Hold EP out[4], Max Fclk 0.163 GHz, Final Slew Violations 0, Post-Route WL 5090 µm, critical path's most frequent cell clkdlybuf4s50_1, PD cells approximately 45 mW/mm², Slew headroom 41.2%, run status finished, final reports clean, Layout area overhead 202%, met1 usage 10.7%, registers 0, number of setup buffers added after CTS 0, Setup TNS 0 ns, fin crit share between 60% and 70%, CP max FO 33, Chip Area, Yosys 657 µm², die height 99 µm, worst slew pin tran just under 0.9 ns, RD Place Congestion 0.731, chip area 0.00980 mm², WL/cell 18.4 µm, CP arrival between 4 and 5 ns, grt ovf 0, Seq/Total Area, Yosys 0%, DRC Markers 0, Post-Syn Instances about 82, Synth area leader o2bb2ai_1, fin worst setup slack 3.47 ns, CP Cell Sequence clkdlybuf4s50_1 > nor2b_2 > buf_4 > o21bai_4 > o2bb2ai_1 > clkdlybuf4s50_1, core box area 0.00599 mm², Fillers 613, FP Core Util 11.0%, Required @ worst endpoint 7.68 ns, Reg area 0 µm²
-- power groups by stage --
stage / Sequential (µW) / Clock (µW) / Combinational (µW)
4_1_cts: 0 / 0 / 91.9
5_1_grt: 0 / 0 / 97.3
6_report: 0 / 0 / 90.2
-- worst max-delay path by stage --
stage     startpoint      end  slack, ns
4_1_cts       sel[1]  out[28]       3.44
5_1_grt       sel[1]  out[17]       3.33
6_report      sel[1]  out[17]       3.47
-- area by class of cell --
type,count,share of cell area (%)
Timing Repair Buffer,134,67.2
Multi-Input combinational cell,67,28.1
Tap cell,75,4.73
-- worst min-delay path, cell delays in order --
cell	delay, ns
clkdlybuf4s50_1	0.39
o2bb2ai_1	0.12
clkdlybuf4s50_1	0.40
-- cell families (layout without fill, tap and decap cells) --
kind of cell / after synthesis / in the layout / share of synthesized area, %
compound gates: 65 / 65 / 82.1
buf+inv: 15 / 134 / 16.0
simple gates: 2 / 2 / 1.90
-- layout by cell type (no fill, tap or decap) --
cell type          n
nor2b_2            2
a22oi_1           32
o2bb2ai_1         32
o21bai_4           1
buf_4              3
clkdlybuf4s50_1  131
-- metrics by stage --
stage                     hold WS (ns)  power, µW  instance area (µm²)
after floorplan                   3.90       24.1                  657
after global placement            4.76       91.2                 1980
after detailed placement          4.76       91.6                 1980
after CTS                         4.76       91.9                 1980
after global routing              4.79       97.3                 1980
final                             4.76       90.2                 1980
-- metal layers --
metal  vias up  wire length, µm
met5         -                0
met4         0                0
met3         0              410
met2        59             2620
met1       544             2060
li1        602                -
No activity file was given, so power comes from the tool's default toggle rates.
